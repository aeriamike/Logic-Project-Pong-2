### /design/flow/constraint.sdc
current_design top

set clk_period 17.4
set clk_io_pct 0.2

create_clock -name clk0 -period $clk_period [get_ports {clk}]

set non_clock_inputs [all_inputs -no_clocks]
set_input_delay [expr $clk_period * $clk_io_pct] -clock clk0 $non_clock_inputs
set_output_delay [expr $clk_period * $clk_io_pct] -clock clk0 [all_outputs]
### /design/flow/run.sh
#!/bin/bash
# OpenROAD 26Q1-2900-gdf79404cd8, Yosys 0.63+post, stock flow scripts
make -C /OpenROAD-flow-scripts/flow DESIGN_CONFIG=/design/flow/config.mk WORK_HOME=/design/flow/orfs finish
### /design/flow/design.v
`timescale 1ns / 1ps
module clk_pixel(
    input wire clk,
    output reg clk_pixel
);
    reg cnt;
    initial begin
        cnt <= 0;
        clk_pixel <= 0;
    end
    always @(posedge clk)
    begin
        if (cnt == 1)
            begin
                cnt <= 0;
                clk_pixel <= ~clk_pixel;
            end
        else
            cnt <= 1;
    end
endmodule
`timescale 1ns / 1ps
module debounce(
    input wire clk,
    input wire button,
    output reg click
);
    reg [3:0] cnt;
    wire clk_1ms;
    localparam threshold = 10;
    timer_1ms m0(clk, clk_1ms);
    always @(posedge clk_1ms)
    begin
        if (button == 0) begin
            click = 0;
            cnt = 0;
        end
        else begin
            if (cnt < threshold) begin
                cnt = cnt + 1'b1;
                click = 0;
            end else begin
                click = 1;
            end
        end
    end
endmodule
`timescale 1ns / 1ps
module graphic(
    input wire  clk, reset,
    input wire  [1:0]  miao,
    input wire  [10:0] x, y,
    input wire  [1:0]  btn1, btn2,
    output wire [7:0]  rgb
);
    localparam COLOR_BG   = 8'b01001000;
    localparam COLOR_BALL = 8'b11011101;
    localparam COLOR_LINE = 8'b11100001;
    localparam COLOR_LBAR = 8'b10010111;
    localparam COLOR_RBAR = 8'b00101011;
    localparam COLOR_NULL = 8'b00000000;
    reg [10:0] BAR_H   = 11'd60;
    reg [10:0] BAR_W   = 11'd5;
    localparam BALL_R  = 11'd5;
    localparam L_BOUND = 11'd60;
    localparam R_BOUND = 11'd580;
    localparam U_BOUND = 11'd40;
    localparam D_BOUND = 11'd440;
    localparam BAR_V  = 10'd1;
    localparam BALL_V = 10'd1;
    reg [10:0] ball_x, ball_y, lbar_y, rbar_y;
    reg ball_move_x, ball_move_y;
    reg [5:0] lscore, rscore;
    initial begin
        ball_x = 11'd320;
        ball_y = 11'd240;
        lbar_y = 11'd240;
        rbar_y = 11'd240;
        ball_move_x = 1'b1;
        ball_move_y = 1'b1;
        lscore = 1'b0;
        rscore = 1'b0;
    end
    reg [7:0] rgb_now;
    wire clk_frame = (x == 0 && y == 0);
    always @(posedge clk) begin
        if (clk_frame) begin
            if (btn1[0] && lbar_y > U_BOUND + BAR_H / 2) lbar_y = lbar_y - BAR_V;
            if (btn1[1] && lbar_y < D_BOUND - BAR_H / 2) lbar_y = lbar_y + BAR_V;
            if (btn2[0] && rbar_y > U_BOUND + BAR_H / 2) rbar_y = rbar_y - BAR_V;
            if (btn2[1] && rbar_y < D_BOUND - BAR_H / 2) rbar_y = rbar_y + BAR_V;
            if (miao[0]) BAR_H  = 11'd150;
            else BAR_H  = 11'd60;
            if (miao[1]) BAR_W  = 11'd20;
            else BAR_W  = 11'd5;
            if (reset) begin
                lscore = 0;
                rscore = 0;
            end
            if (ball_move_x) ball_x = ball_x + BALL_V;
            else ball_x = ball_x - BALL_V;
            if (ball_move_y) ball_y = ball_y + BALL_V;
            else ball_y = ball_y - BALL_V;
            if (ball_y <= U_BOUND + BALL_R || ball_y >= D_BOUND - BALL_R)
                ball_move_y = ~ball_move_y;
            if (ball_x == L_BOUND + BAR_W + BALL_R &&
                ball_y + BALL_R >= lbar_y - BAR_H / 2 && ball_y - BALL_R <= lbar_y + BAR_H / 2)
                ball_move_x = ~ball_move_x;
            if (ball_x == R_BOUND - BAR_W - BALL_R &&
                ball_y + BALL_R >= rbar_y - BAR_H / 2 && ball_y - BALL_R <= rbar_y + BAR_H / 2)
                ball_move_x = ~ball_move_x;
            if (ball_x < 3 || ball_x > 637) begin
                if (ball_x < 3)
                    rscore = rscore + 1'b1;
                else if (ball_x > 637)
                    lscore = lscore + 1'b1;
                ball_x = 320;
                ball_y = 240;
                ball_move_x = (rscore > lscore);
                ball_move_y = 1'b1;
            end
        end
        if (x >= 0 && y >= 0 && x < 640 && y < 480) begin
            rgb_now <= COLOR_BG;
            if ((y == 40 || y == 440) && (x >= L_BOUND && x <= R_BOUND))
                rgb_now <= COLOR_LINE;
            if ((x >= L_BOUND && x <= L_BOUND + BAR_W) &&
                (y >= lbar_y - BAR_H / 2 && y <= lbar_y + BAR_H / 2))
                rgb_now <= COLOR_LBAR;
            if ((x >= R_BOUND - BAR_W && x <= R_BOUND) &&
                (y >= rbar_y - BAR_H / 2 && y <= rbar_y + BAR_H / 2))
                rgb_now <= COLOR_RBAR;
            if ((x >= ball_x - BALL_R && x <= ball_x + BALL_R) &&
                (y >= ball_y - BALL_R && y <= ball_y + BALL_R))
                rgb_now <= COLOR_BALL;
            if (x >= 26 && x <= 32)
                if (y / 6 % 2 == 1 && lscore > y / 6 / 2)
                    rgb_now <= COLOR_LBAR;
            if (x >= 600 && x <= 606)
                if (y / 6 % 2 == 1 && rscore > y / 6 / 2)
                    rgb_now <= COLOR_RBAR;
        end else begin
            rgb_now <= COLOR_NULL;
        end
    end
    assign rgb = rgb_now;
endmodule
`timescale 1ns / 1ps
module timer_1ms(
    input wire clk,
    output reg clk_1ms
);
    reg [15:0] cnt;
    initial begin
        cnt [15:0] <= 0;
        clk_1ms <= 0;
    end
    always @(posedge clk) begin
        if (cnt >= 50000) begin
            cnt <= 0;
            clk_1ms <= ~clk_1ms;
        end else begin
            cnt <= cnt + 1'b1;
        end
    end
endmodule
`timescale 1ns / 1ps
 module top(
    input wire clk, reset,
    input wire [1:0] miao,
    input wire [1:0] btn1,
    input wire [1:0] btn2,
    output wire hsync, vsync,
    output wire [7:0] rgb
);
    wire [10:0] x, y;
    vga_sync vga0(.clk(clk),	
        .hsync(hsync), .vsync(vsync),
        .x(x), .y(y));
    wire reset_out;
    wire [1:0] btn1_out, btn2_out;
    debounce b0(clk, btn1[0], btn1_out[0]);
    debounce b1(clk, btn1[1], btn1_out[1]);
    debounce b2(clk, btn2[0], btn2_out[0]);
    debounce b3(clk, btn2[1], btn2_out[1]);
    debounce b4(clk, reset, reset_out);
    graphic g0(.clk(clk), .miao(miao), .reset(reset_out),
        .x(x), .y(y), .rgb(rgb),
        .btn1(btn1_out), .btn2(btn2_out));
endmodule
module vga_sync
(
    input wire clk,
    output wire hsync, vsync,
    output wire [10:0] x, y
);
    reg  [10:0] cnt_x, cnt_y;
    reg  in_hs, in_vs;
    wire clk_pixel;
    localparam H_PW   = 10'd96;   
    localparam H_BP   = 10'd48;   
    localparam H_DISP = 10'd640;  
    localparam H_FP   = 10'd16;   
    localparam H_S    = H_PW + H_BP + H_DISP + H_FP;  
    localparam V_PW   = 10'd2;
    localparam V_BP   = 10'd33;
    localparam V_DISP = 10'd480;
    localparam V_FP   = 10'd10;
    localparam V_S    = V_PW + V_BP + V_DISP + V_FP;
    clk_pixel clk0(clk, clk_pixel);
    wire cnt_x_maxed = (cnt_x == H_S - 1);
    wire cnt_y_maxed = (cnt_y == V_S - 1);
    initial begin
        cnt_x <= 0;
        cnt_y <= 0;
    end
    always @(posedge clk_pixel) begin
        if (cnt_x_maxed) begin
            cnt_x <= 0;
            cnt_y <= cnt_y + 1'b1;
            if (cnt_y_maxed)
                cnt_y <= 0;
        end
        else
            cnt_x <= cnt_x + 1'b1;
    end
    always @(posedge clk_pixel) begin
        in_hs = (cnt_x < H_PW);
        in_vs = (cnt_y < V_PW);
    end
    assign hsync = ~in_hs;
    assign vsync = ~in_vs;
    assign x = cnt_x - (H_PW + H_BP);
    assign y = cnt_y - (V_PW + V_BP);
endmodule
### /design/flow/config.mk
export PLATFORM = sky130hd
export DESIGN_NAME = top
export DESIGN_NICKNAME = top
export VERILOG_FILES = /design/flow/design.v
export SDC_FILE = /design/flow/constraint.sdc
export NUM_CORES = 4
export LEC_CHECK = 1
export CORE_UTILIZATION = 30
==> Slide: Implementation Results <==
Flow Results at a Glance

Status
  • Outcome: completed

Logic synthesis
  • Synth Instances: 2710
  • Adders+Majority by Area: 0.202
  • Synthesized area: 0.0215 mm2
  • Yosys simple share: 0.212
  • Synth logic family: simple AND/OR/NAND/NOR gates
  • Synth flops: 222
  • Yosys stat cell total: 2710
  • Cell taking the most area after synthesis: ha_1
  • Main flop type: dfxtp_1
  • Unique cell types: 92
  • Number of enable flip-flop cells: 19
  • FFs w/ async S/R, synth: 0
  • Synth top area share: 0.197
  • Warnings from Yosys: 5
  • Yosys aoi share: 0.187
  • Register share after synthesis: 0.216
  • Yosys synthesis chip area: 0.0215 mm2
  • Syn Area/Cell: 7.93 um2
  • Top cells, area: ha_1 20%, dfxtp_1 19%, xnor2_1 7.4%
  • Mux area share: 0.0115
  • Xor+xnor area frac: 0.124

Job
  • Max cap viols: 0
  • Tool Warnings: 77

Timing
  • Worst rel slew slack: 0.353
  • Worst Tran Pin Value: 0.958 ns
  • FMAX: 100 MHz
  • Clock Skews: 0.0102 ns
  • Setup_tns: 0 ns
  • Cycle use final: 0.572
  • Endpoints left unconstrained: 63
  • Worst setup margin: 7.45 ns
  • Slew Limit Fails: 0
  • RSZ-0062 raised after global routing: false
  • Endpoints failing hold: 0
  • Final Setup Violations: 0
  • Final min period: 9.95 ns
  • Register pins left without a clock: 49

Pwr
  • Sw Share: 0.256
  • Clock share of power: 0.489
  • Leak Pwr: 0.00987 uW
  • Pwr per Cell Area: 35.4 mW/mm2
  • Switching power: 212 uW
  • Combinational power share: 0.029
  • Flop pwr share: 0.482
  • Power Internal: 615 uW
  • Peak supply drop: 0.0673 mV

Global route
  • Largest net degree at the start of global routing: 54
  • GRT Residual Overflow: 0
  • First-pass GRT wire length: 89300 um
  • Initial antenna violation count: 0
  • Total Routing Usage GR: 0.152
  • Number of global-route vias before repair: 16.8k

CTS
  • Setup Buffers After CTS: 0
  • Clock Path Buffers: 2
  • Worst skew pair latency: 0.47 ns
  • CTS root buf: clkbuf_16
  • Num CTS Buffers: 17
  • CTS Hold Bufs: 0
  • H-tree levels: 4
  • Clock transition at path regs: 0.07 ns
  • Post_cts resized: 0
  • CTS tree: built

Final layout
  • Post-layout instance area: 0.0233 mm2
  • Comb. cell area: 0.0159 mm2
  • # fillers: 7313
  • Share of layout cells above drive strength 1: 0.0358
  • Area grow syn2layout: 8.52%
  • Fin cells: 3647
  • Register Area: 0.00463 mm2

Hold path
  • Worst Hold Class: flop to flop
  • Hold Path Stages: 1

Worst setup path
  • Worst setup SP type: flop
  • Reg2reg path depth: 39
  • CP max stage cell: nor4bb_1
  • CP max FO: 10
  • Crit path capture type: flop
  • WP data arrival: 10.35 ns
  • Worst setup path class: flop to flop
  • Crit path DRT: 17.80 ns
  • Max incr delay on CP: 0.69 ns

Floorplanning
  • Chip width: 270 um
  • Die Span Y: 270 um
  • Core ar.: 0.0705 mm2
  • Die area: 0.0727 mm2
  • FP Util: 0.305
  • # rows: 97
  • # IOs: 18

Routing
  • WL final: 54500 um
  • WL/cell: 14.9 um
  • Vias: 18.2k
  • Inserted Diodes: 0
  • DR DRC count: 0
  • Drt first-iter violations: 937
  • Pre-Repair DR Iteration Count: 5
  • Vias/cell: 5.00
  • Routed Antenna Nets: 0

Placed design
  • Setup WS pre-CTS: 7.55 ns
  • Detailed placer's ending HPWL: 43200 um
  • PortBufs: 17
  • Inst Count DP: 3615
  • Placed cell areas: 0.0227 mm2
  • Routability-driven placement congestion ratio: 0.950
==> power groups by stage <==
stage	Sequential (uW)	Combinational (uW)	Clock (uW)
CTS	398	24.4	420
global route	398	27.6	435
finish	398	24.4	404
==> kinds of logic (layout without fill, tap and decap cells) <==
family          after synthesis  count (layout)
xor+xnor                    304             304
buf+inv                     266             263
compound gates              608             608
flops                       222             222
simple gates                942             942
mux                          24              24
fa+ha+maj                   344             344
==> worst paths after layout <==
kind,end,slack (ns),from
worst max register to register,g0.rgb_now[7],7.45,g0.BAR_H[4]
worst min register to register,vga0.clk0.cnt,0.39,vga0.clk0.cnt
worst max-delay path,g0.rgb_now[7],7.45,g0.BAR_H[4]
worst min-delay path,vga0.clk0.cnt,0.39,vga0.clk0.cnt
==> routing by layer <==
| metal | vias up | routed length, um | track usage |
|---|---|---|---|
| met5 | - | 0 | 0 |
| met4 | 0 | 1250 | 0.0284 |
| met3 | 66 | 1670 | 0.0133 |
| met2 | 257 | 23500 | 0.234 |
| met1 | 8322 | 28100 | 0.234 |
| li1 | 9595 | - | - |
==> per-stage QoR <==
stage,power (uW),hold WS (ns),utilization
global route,860,0.418,0.331
CTS,842,0.388,0.331
detailed placement,432,0.370,0.322
global placement,432,0.365,0.322
floorplan,425,0.358,-
finish,826,0.386,0.331
==> worst max-delay path, delay by kind of cell (launching register included) <==
family | cells | cell delay, ns
AND-OR/OR-AND | 16 | 3.61
XOR/XNOR | 4 | 1.37
flip-flops | 1 | 0.48
AND/OR/NAND/NOR | 14 | 2.79
adder cells (fa/ha/maj) | 5 | 1.61
==> state kept, by name, summed over array words and instances, names as in the netlist, 4 cells and up <==
| register | cells |
|---|---|
| b0.cnt | 4 |
| b3.m0.cnt | 16 |
| b0.m0.cnt | 16 |
| b1.cnt | 4 |
| b2.m0.cnt | 16 |
| vga0.cnt_y | 11 |
| g0.lscore | 6 |
| g0.rscore | 6 |
| g0.ball_y | 11 |
| g0.ball_x | 11 |
| g0.BAR_H | 10 |
| g0.rgb_now | 7 |
| b2.cnt | 4 |
| g0.rbar_y | 11 |
| g0.BAR_W | 11 |
| vga0.cnt_x | 11 |
| b4.cnt | 4 |
| g0.lbar_y | 11 |
| b3.cnt | 4 |
| b1.m0.cnt | 16 |
| b4.m0.cnt | 16 |
==> final cells by class <==
type,instances,area share
well taps,940,0.0504
inverters,193,0.0311
flip-flops and latches,222,0.199
multi-input cells,2222,0.680
clock buffers,17,0.0182
repair buffers,38,0.0141
clock inverters,15,0.00767
==> Yosys cell counts, types with 9 or more instances <==
master / number
nor3_1: 59
o21ai_0: 130
inv_1: 189
nand2_1: 253
a31oi_1: 16
clkbuf_1: 59
xnor2_1: 182
and2_1: 25
nor4b_1: 9
a21o_1: 41
a2111oi_0: 10
or2_2: 10
nor2b_1: 50
a211oi_1: 19
o21a_1: 54
nand3_1: 102
o211ai_1: 27
nor2_1: 238
o21bai_1: 12
nor4_1: 17
o31ai_1: 16
nand2b_1: 36
edfxtp_1: 19
or3_1: 25
nand4_1: 52
xor2_1: 121
and3_1: 32
a21oi_1: 166
ha_1: 338
dfxtp_1: 203
mux2i_1: 18
==> cells in the final DEF, fill, tap and decap left out, types with 12 or more instances in the layout <==
| master | instances |
|---|---|
| xnor2_1 | 182 |
| a21oi_1 | 166 |
| nor2b_1 | 50 |
| mux2i_1 | 18 |
| o21ai_0 | 130 |
| clkdlybuf4s50_1 | 17 |
| nor3_1 | 59 |
| a31oi_1 | 16 |
| nand2b_1 | 36 |
| nor2_1 | 238 |
| o21bai_1 | 12 |
| a21o_1 | 41 |
| dfxtp_1 | 203 |
| nor4_1 | 17 |
| inv_1 | 189 |
| or3_1 | 25 |
| clkbuf_16 | 17 |
| nand2_1 | 253 |
| and3_1 | 32 |
| xor2_1 | 120 |
| o211ai_1 | 27 |
| and2_1 | 25 |
| edfxtp_1 | 19 |
| o21a_1 | 54 |
| a211oi_1 | 19 |
| buf_4 | 21 |
| o31ai_1 | 16 |
| nand3_1 | 101 |
| ha_1 | 338 |
| nand4_1 | 52 |
Power and IR drop assume default switching activity.
